### config.mk
export PLATFORM = sky130hd
export DESIGN_NAME = rom
export DESIGN_NICKNAME = rom
export VERILOG_FILES = /design/flow/design.v
export SDC_FILE = /design/flow/constraint.sdc
export NUM_CORES = 4
export LEC_CHECK = 1
export CORE_AREA = 10 10 70 70
export DIE_AREA = 0 0 80 80
### constraint.sdc
current_design rom

set clk_period 1.0
set clk_io_pct 0.2

create_clock -name clk0 -period $clk_period

set non_clock_inputs [all_inputs -no_clocks]
set_input_delay [expr $clk_period * $clk_io_pct] -clock clk0 $non_clock_inputs
set_output_delay [expr $clk_period * $clk_io_pct] -clock clk0 [all_outputs]
### design.v
module rom(addr,out);
    input [3:0] addr;
    output reg [7:0] out;
    always @(addr) begin
        case (addr) 
            4'b0000: out=8'b10110111;  
            4'b0001: out=8'b00000001;  
            4'b0010: out=8'b11100001;  
            4'b0011: out=8'b00000001;  
            4'b0100: out=8'b11100011;  
            4'b0101: out=8'b10110110;  
            4'b0110: out=8'b00000001;  
            4'b0111: out=8'b11100110;  
            4'b1000: out=8'b00000001;  
            4'b1001: out=8'b11101000;  
            4'b1010: out=8'b10110000;  
            4'b1011: out=8'b10110100;  
            4'b1100: out=8'b00000001;  
            4'b1101: out=8'b11101010;  
            4'b1110: out=8'b10111000;  
            4'b1111: out=8'b11111111;  
        endcase
    end
endmodule
### run.sh
#!/bin/bash
# OpenROAD 26Q1-2900-gdf79404cd8, Yosys 0.63+post, stock flow scripts
make -C /OpenROAD-flow-scripts/flow DESIGN_CONFIG=/design/flow/config.mk WORK_HOME=/design/flow/orfs finish
==> impl_metrics.py <==
# Synthesis and PnR figures
metrics = {
    "global_route": {
        "grt_pass1_wl_mm": 1.25,
        "grt_overflow_total": 0,
        "grt_pass1_vias": 247,
        "grt_start_max_net_pins": 9,
        "antenna_found_initial": 0,
        "grtUsageTotal_pct": 2.41,
    },
    "placement": {
        "dpl.hpwl_um": 649,
        "post_dp_cell_area_um2": 487,
        "gp_congestion": 0.748,
        "io_buffer_count": 12,
    },
    "synth": {
        "syn_avg_cell_area_um2": 8.34,
        "syn_area_um2": 250,
        "yosysChipArea_um2": 250,
        "postSynthCellCount": 30,
        "yosysCellCount": 30,
        "yosysWarnings": 1,
        "ys_seq_share_pct": 0,
        "ys_types": 16,
    },
    "cells_and_area": {
        "drive_above_1_share_pct": 74.5,
        "seq_cell_count": 0,
        "fin_area_um2": 528,
        "area_delta_synth_final_pct": 111,
        "seqCellArea_um2": 0,
        "lay_top_cells": "buf_2 (6), buf_6 (6), clkbuf_2 (4)",
        "clkbuf_count": 0,
    },
    "setup_path": {
        "worst_ep_arrival_time_ns": 1.18,
        "cp-startpoint": "addr[1]",
        "path_cells": "buf_8 -> inv_6 -> ha_4 -> inv_2 -> mux4_2 -> buf_2",
        "cp.required_ns": 0.80,
        "critPathMaxStageDelay_ns": 0.44,
        "cp-start-kind": "input port",
        "critPathKind": "in -> out",
        "crit_path_end_kind": "output port",
        "slowest_stage": "mux4_2",
        "worst-path-max-fanout": 3,
    },
    "floorplanning": {
        "die_y_um": 80,
        "chip_area_mm2": 0.00640,
        "core_mm2": 0.00342,
        "die_w_um": 80,
        "num_rows": 21,
        "ios": 12,
        "fp_util_pct": 7.33,
    },
    "drt": {
        "routedWlPerCell_um": 8.51,
        "routed_wl_um": 791,
        "initialDrtViolationCount": 7,
        "ant_nets": 0,
        "num_antenna_cells": 0,
        "num_vias": 260,
        "first_pass_iters": 4,
        "via_per_inst": 2.80,
        "drcViolationCount": 0,
    },
    "final_timing": {
        "hold_viol": 0,
        "maxSlewHeadroom_pct": 85.6,
        "whs_ns": 0.786,
        "worst_pin_slew_ns": 0.217,
        "rsz0062_at_grt": "true",
        "setup_slack_ns": -0.381,
        "clock.fmax_mhz": 724,
        "finalSetupViolations": 8,
        "finalClockPeriodUsage_pct": 138,
        "min_period_ns": 1.38,
        "finalMaxSlewViolations": 0,
    },
    "min_path": {
        "worstHoldStart": "addr[3]",
        "min_path_cells": 3,
        "hold_end": "out[7]",
        "hp-class": "in -> out",
    },
    "outcome": {
        "violations": "negative setup slack",
        "status": "finished, violations left",
    },
    "pwr": {
        "total_leakage_power_nw": 0.227,
        "power.density_mw_per_mm2": 380,
        "fin_total_pwr_mw": 0.201,
        "peakVddDrop_mv": 0.0871,
    },
    "job": {
        "drv_cap": 0,
        "warning_count": 39,
    },
}
==> area by class of cell <==
class,instances,area (um2)
multi-input cells,23,270
well taps,46,57.6
repair buffers,20,168
inverters,4,32.5
fillers,403,2890
==> critical path, delay by kind of cell <==
kind                     cells  cell delay (ns)
adder cells (fa/ha/maj)      1             0.25
multiplexers                 1             0.44
buffers and inverters        4             0.28
==> how the worst max path moves through the flow <==
| stage | to | slack (ns) | cells past startpoint |
|---|---|---|---|
| global route | out[6] | -0.42 | 6 |
| CTS | out[6] | -0.48 | 6 |
| finish | out[6] | -0.38 | 6 |
==> stage by stage <==
stage                     std cells  util [%]  TNS, ns  worst slack (ns)
after floorplan                  30         -   -0.150           -0.0855
after global placement           92      14.2    -9.01             -1.23
after detailed placement         92      14.2    -9.08             -1.23
after CTS                        94      14.9    -3.24            -0.477
after global routing             93      15.5    -2.29            -0.418
final                            93      15.5    -1.93            -0.381
==> what timing repair did <==
action / CTS / global route
hold buffers: 0 / 0
endpoints found under the setup margin: 8 / 8
setup buffers: 3 / 0
pin swaps: 5 / 3
gates resized: 43 / 20
==> where the power goes <==
group	switching, mW	internal [mW]	total (mW)
combinational	0.0801	0.121	0.201
clock	0	0	0
sequential	0	0	0
==> Yosys cell counts <==
| master | instances | area share, % |
|---|---|---|
| a21oi_1 | 1 | 2.0 |
| buf_2 | 1 | 2.0 |
| buf_4 | 1 | 3.0 |
| buf_6 | 1 | 4.5 |
| ha_1 | 5 | 25 |
| inv_1 | 3 | 4.5 |
| inv_2 | 1 | 1.5 |
| mux2_2 | 2 | 9.0 |
| mux2i_1 | 4 | 16 |
| mux4_2 | 1 | 9.0 |
| nand2_1 | 2 | 3.0 |
| nand2b_1 | 1 | 2.5 |
| nor2b_1 | 3 | 7.5 |
| nor3b_1 | 1 | 3.0 |
| o21ai_0 | 2 | 4.0 |
| o32ai_1 | 1 | 3.5 |
==> logic make-up after synthesis <==
group           synth area share, %
compound gates                 9.50
fa+ha+maj                      25.0
buf+inv                        15.5
mux                            34.0
simple gates                   16.0
==> layer usage <==
| layer | vias to the layer above | wire length, um | track usage, % |
|---|---|---|---|
| li1 | 135 | - | - |
| met1 | 115 | 445 | 4.17 |
| met2 | 10 | 234 | 2.33 |
| met3 | 0 | 111 | 1.36 |
| met4 | 0 | 0 | 0 |
| met5 | - | 0 | 0 |
Power is estimated from default activity; no workload was simulated.
