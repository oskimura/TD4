==> flow/design.v <==
module counter(reset, in,ld,clk,out);
    input reset;
    input [3:0] in;
    input ld;
    input clk;
    output [3:0] out;
    reg [3:0] cnt=4'b0000;
    always @(posedge clk or negedge reset) begin
        if (!reset) begin 
            cnt<= #1 4'b0000;
        end
        else if(ld==0) begin
            cnt<= #1 in;
        end 
        else begin
            cnt <= #1 cnt+1;
        end
    end
    assign out = cnt;
endmodule
==> flow/run.sh <==
#!/bin/bash
# OpenROAD 26Q1-2900-gdf79404cd8, Yosys 0.63+post, stock flow scripts
make -C /OpenROAD-flow-scripts/flow DESIGN_CONFIG=/design/flow/config.mk WORK_HOME=/design/flow/orfs finish
==> flow/config.mk <==
export PLATFORM = sky130hd
export DESIGN_NAME = counter
export DESIGN_NICKNAME = counter
export VERILOG_FILES = /design/flow/design.v
export SDC_FILE = /design/flow/constraint.sdc
export NUM_CORES = 4
export LEC_CHECK = 1
export CORE_AREA = 10 10 70 70
export DIE_AREA = 0 0 80 80
==> flow/constraint.sdc <==
current_design counter

set clk_period 1.9
set clk_io_pct 0.2

create_clock -name clk0 -period $clk_period [get_ports {clk}]

set non_clock_inputs [all_inputs -no_clocks]
set_input_delay [expr $clk_period * $clk_io_pct] -clock clk0 $non_clock_inputs
set_output_delay [expr $clk_period * $clk_io_pct] -clock clk0 [all_outputs]
==> job_summary.md <==
## PnR job results

| Metric | Value |
|---|---|
| Final hold violations | 0 |
| Biggest regs | cnt: 4 flops |
| Drt wl/cell | between 7 and 8 µm |
| Critical path's top delay family | buffers and inverters |
| CTS max path bufs | 2 |
| Yosys reg bits | 4 |
| # Cells Yosys | 15 |
| Final GP Congestion | 0.740 |
| DR vias/cell | 2.13 |
| Port Buffer Count | 10 |
| Clk root buf | clkbuf_4 |
| Antenna Nets Post-Route | 0 |
| Crit path depth | 1 |
| # DRC | 0 |
| Gate Area | 73.8 µm² |
| Post-CTS setup buffers | 0 |
| CTS buffer count | 3 |
| Worst setup path end | out[0] |
| Max Clock Freq | ~650 MHz |
| R2R setup slack | approximately 0.83 ns |
| Worst Max-Slew Pin Slew | 0.250 ns |
| First-pass GRT wire length | 945 µm |
| Clock sinks | 4 |
| Max-slew violations | 0 |
| Pleak | 0.135 nW |
| Unrepaired setup endpoints after global routing | false |
| Core Rows | 21 |
| CP startpoint | cnt[0]$_DFF_PN0_ |
| Final setup viols | 0 |
| Critical path arrival | 1.15 ns |
| R2R Path Start | cnt[0]$_DFF_PN0_ |
| Switching share of power | 23.6% |
| Max reg flops | 4 |
| Chip Area | between 0.006 and 0.007 mm² |
| CTS tree | done |
| Final min period | 1.53 ns |
| Mapped cell area | 178 µm² |
| Global Route Usage Sum | 2.18% |
| CTS H-tree lvls | 1 |
| Die height | around 80 µm |
| Area Growth Syn to Fin | 103% |
| Slowest stage cell, crit path | clkdlybuf4s50_1 |
| Setup TNS | 0 ns |
| Initial antenna violation count | 1 |
| Fp util | 5.20% |
| Kind of end point of the critical path | output port |
| Dominant logic cell types in the final layout | clkdlybuf4s50_1 (10), dfrtp_1 (4), clkbuf_4 (3) |
| Worst r2r path cells | 2 |
| Initial DRC count | 1 |
| Largest net degree at the start of global routing | 7 |
| Worst-path clk slew | 0.04 ns |
| Worst skew pair latency | 0.24 ns |
| Buf/Inv on CP | 1 |
| Internal Power | 220 µW |
| Clock power frac | 37.4% |
| Startpoint types | register |
| Layout fillers | 403 |
| Unique cell types | 10 |
| Final Power | 289 µW |
| CP max FO | 4 |
| Ys Warns | 1 |
| Worst setup margin | around 0.37 ns |
| Synth Area per Inst | between 10 and 15 µm² |
| I/O Pins | 11 |
| CP cell instances | clkdlybuf4s50_1 |
| Required @ worst endpoint | ~1.5 ns |
| Yosys chip area | approximately 180 µm² |
| Setup CP Type | reg -> out |
| Final HPWL DP | 462 µm |
| Worst Skew | 0.00264 ns |
| Dpl ws | 0.419 ns |
| Comb power frac | 24.1% |
| Number of global-route vias before repair | between 150 and 200 |
| Max cap viols | 0 |
| Capturing point of the worst reg2reg path | cnt[1]$_DFF_PN0_ |
| Via count | between 150 and 200 |
| Top reg by flops | cnt |
| OpenROAD warning count | 25 |
| Global route overflow | 0 |
| Proportion of layout cells with a drive suffix above 1 | 14.3% |
| Switching power | 68.3 µW |
| Cells after Synth | 15 |
| Seq share, synth | between 50% and 60% |
| Chip width | 80 µm |
| Pwr Density | 801 mW/mm² |
| WL final | 596 µm |
| Post-CTS Hold Fix Bufs | 0 |
| Core Box Area | 0.00342 mm² |
| Seq pwr share | 38.6% |
| Status | complete, no violations |
| Max VDD drop | 0.146 mV |
| DRT Pass-1 Iters | 2 |
| Max-slew headroom | 83.3% |
| Storage element area | ~100 µm² |
| CTS resizes | 0 |
| Cycle use final | 80.4% |
| Slowest cell delay on critical path | ~0.51 ns |
| Most numerous logic cell after layout | clkdlybuf4s50_1 |
| Hold Crit Class | in -> async |
-- cell type report --
cell class,instances,share of cell area (%)
clock buffer,3,6.25
timing repair buffer,10,27.8
antenna,1,0.694
tap,46,16.0
inverter,1,1.04
sequential,4,27.8
multi-input combinational,10,20.5
-- Yosys cell counts --
cell | instances | area share (%)
a21oi_1 | 2 | 5.6
dfrtp_1 | 4 | 56
ha_1 | 1 | 7.0
inv_1 | 1 | 2.1
mux2_2 | 1 | 6.3
mux2i_1 | 1 | 5.6
nand3_1 | 1 | 2.8
nor2_1 | 2 | 4.2
xnor2_1 | 1 | 4.9
xor2_1 | 1 | 4.9
-- stage by stage --
stage	area [µm²]	instances	hold WS (ns)	utilization, %
2_1_floorplan	178	15	0.0844	-
3_3_place_gp	335	71	0.506	9.82
3_5_place_dp	335	71	0.520	9.82
4_1_cts	358	74	0.341	10.5
5_1_grt	360	75	0.344	10.5
6_report	360	75	0.338	10.5
-- metal layers --
| metal | track usage (%) | up-vias | routed length (µm) |
|---|---|---|---|
| li1 | - | 80 | - |
| met1 | 2.40 | 66 | 248 |
| met2 | 1.85 | 14 | 126 |
| met3 | 3.98 | 0 | 222 |
| met4 | 0 | 0 | 0 |
| met5 | 0 | - | 0 |
-- kinds of logic (layout without fill, tap and decap cells) --
logic type,Yosys count,after routing,share of synthesized area (%)
xor gates and xnor gates,2,2,9.86
muxes,2,2,12.0
buffers and inverters,1,14,2.11
DFF,4,4,56.3
adders and majority gates,1,1,7.04
other,0,1,0
and+or+nand+nor,3,3,7.04
AOI/OAI and AO/OA,2,2,5.63
-- power groups by stage --
stage	registers (mW)	logic, mW	clock network [mW]
CTS	0.111	0.0714	0.111
global route	0.114	0.0828	0.122
finish	0.111	0.0696	0.108
-- worst min-delay path by stage --
stage	start	endpoint	slack [ns]	cells after the start
global route	reset	cnt[0]$_DFF_PN0_	0.34	1
finish	reset	cnt[3]$_DFF_PN0_	0.34	1
CTS	reset	cnt[3]$_DFF_PN0_	0.34	1
Power figures rest on the tool's default switching activity, not on a simulated workload.
